`config.mk`:
```
export PLATFORM = sky130hd
export DESIGN_NAME = top
export DESIGN_NICKNAME = top
export VERILOG_FILES = /design/flow/design.v
export SDC_FILE = /design/flow/constraint.sdc
export NUM_CORES = 4
export LEC_CHECK = 1
export CORE_UTILIZATION = 30
```
`run.sh`:
```
#!/bin/bash
# OpenROAD 26Q1-2900-gdf79404cd8, Yosys 0.63+post, stock flow scripts
make -C /OpenROAD-flow-scripts/flow DESIGN_CONFIG=/design/flow/config.mk WORK_HOME=/design/flow/orfs finish
```
`constraint.sdc`:
```
current_design top

set clk_period 10.1
set clk_io_pct 0.2

create_clock -name clk0 -period $clk_period [get_ports {clk}]

set non_clock_inputs [all_inputs -no_clocks]
set_input_delay [expr $clk_period * $clk_io_pct] -clock clk0 $non_clock_inputs
set_output_delay [expr $clk_period * $clk_io_pct] -clock clk0 [all_outputs]
```
`design.v`:
```
`timescale 1ps/1ps
module F_A (
    input A,
    input B,
    input c_in,
    output sum,
    output c_out
);
    wire sum_ab;
    wire c_ab;
    wire c_abc;
    assign sum_ab = A ^ B;
    assign c_ab = A & B;
    assign c_abc = sum_ab & c_in;
    assign sum = sum_ab ^ c_in;
    assign c_out = c_ab | c_abc;
endmodule
`timescale 1ps/1ps
module full_adder_16bit (
    input [15:0] A,
    input [15:0] B,
    input c_in,
    output [15:0] sum,
    output c_out
);  
	wire c_in1, c_in2, c_in3, c_in4, c_in5, c_in6;
	wire c_in7, c_in8, c_in9, c_in10, c_in11, c_in12;
	wire c_in13, c_in14, c_in15;
	F_A u_F_A0 (
		.A(A[0]),
		.B(B[0]),
		.c_in(c_in),
		.sum(sum[0]),
		.c_out(c_in1)
	);
	F_A u_F_A1 (
                .A(A[1]),
                .B(B[1]),
                .c_in(c_in1),
                .sum(sum[1]),
                .c_out(c_in2)
        );
	F_A u_F_A2 (
                .A(A[2]),
                .B(B[2]),
                .c_in(c_in2),
                .sum(sum[2]),
                .c_out(c_in3)
        );
	F_A u_F_A3 (
                .A(A[3]),
                .B(B[3]),
                .c_in(c_in3),
                .sum(sum[3]),
                .c_out(c_in4)
        );
	F_A u_F_A4 (
                .A(A[4]),
                .B(B[4]),
                .c_in(c_in4),
                .sum(sum[4]),
                .c_out(c_in5)
        );
	F_A u_F_A5 (
                .A(A[5]),
                .B(B[5]),
                .c_in(c_in5),
                .sum(sum[5]),
                .c_out(c_in6)
        );
	F_A u_F_A6 (
                .A(A[6]),
                .B(B[6]),
                .c_in(c_in6),
                .sum(sum[6]),
                .c_out(c_in7)
        );
	F_A u_F_A7 (
                .A(A[7]),
                .B(B[7]),
                .c_in(c_in7),
                .sum(sum[7]),
                .c_out(c_in8)
        );
	F_A u_F_A8 (
                .A(A[8]),
                .B(B[8]),
                .c_in(c_in8),
                .sum(sum[8]),
                .c_out(c_in9)
        );
	F_A u_F_A9 (
                .A(A[9]),
                .B(B[9]),
                .c_in(c_in9),
                .sum(sum[9]),
                .c_out(c_in10)
        );
	F_A u_F_A10 (
                .A(A[10]),
                .B(B[10]),
                .c_in(c_in10),
                .sum(sum[10]),
                .c_out(c_in11)
        );
	F_A u_F_A11 (
                .A(A[11]),
                .B(B[11]),
                .c_in(c_in11),
                .sum(sum[11]),
                .c_out(c_in12)
        );
	F_A u_F_A12 (
                .A(A[12]),
                .B(B[12]),
                .c_in(c_in12),
                .sum(sum[12]),
                .c_out(c_in13)
        );
	F_A u_F_A13 (
                .A(A[13]),
                .B(B[13]),
                .c_in(c_in13),
                .sum(sum[13]),
                .c_out(c_in14)
        );
	F_A u_F_A14 (
                .A(A[14]),
                .B(B[14]),
                .c_in(c_in14),
                .sum(sum[14]),
                .c_out(c_in15)
        );
	F_A u_F_A15 (
                .A(A[15]),
                .B(B[15]),
                .c_in(c_in15),
                .sum(sum[15]),
                .c_out(c_out)
        );
endmodule
`timescale 1ps/1ps
module top (
	input clk,
	input n_rst,
	input [15:0] A,
	input [15:0] B,
	input c_in,
	output [15:0] sum,
	output c_out
);
	reg [15:0] A_d, B_d;
	reg c_in_d;
	wire [15:0] sum_d;
	wire c_out_d;
	always @ (posedge clk or negedge n_rst) begin 
		if (!n_rst) begin
			A_d <= 16'h0;
		end
		else begin
			A_d <= A;
		end
	end
	always @ (posedge clk or negedge n_rst)
                if (!n_rst) begin
                        B_d <= 16'h0;
                end
                else begin
                        B_d <= B;
                end
	always @ (posedge clk or negedge n_rst)
                if (!n_rst) begin
                        c_in_d <= 1'h0;
                end
                else begin
                        c_in_d <= c_in;
                end
	full_adder_16bit u_full_adder_16bit (
		.A(A_d),
		.B(B_d),
		.c_in(c_in_d),
		.sum(sum_d),
		.c_out(c_out_d)
	);
	reg [15:0] sum_dd;
	reg c_out_dd;
	always @ (posedge clk or negedge n_rst) 
		if (!n_rst) begin
			sum_dd <= 16'h0;
		end
		else begin
			sum_dd <= sum_d;
		end
	always @ (posedge clk or negedge n_rst)
                if (!n_rst) begin
                        c_out_dd <= 1'h0;
                end
                else begin
                        c_out_dd <= c_out_d;
                end
assign sum = sum_dd;
assign c_out = c_out_dd;
endmodule
```
==> metrics.txt <==
# HELP chip_impl_metric Yosys and OpenROAD flow results
# TYPE chip_impl_metric gauge
chip_impl_info{name="ys_top_cells_by_area",value="sky130_fd_sc_hd__dfrtp_1 78%, sky130_fd_sc_hd__fa_1 20%, sky130_fd_sc_hd__inv_1 2.3%"} 1
chip_impl_metric{name="pre_cts_ws",unit="ns"} 2.30
chip_impl_metric{name="finalSetupViolations",unit=""} 0
chip_impl_metric{name="path_max_fanout",unit=""} 1
chip_impl_info{name="hold_path.class",value="reg2reg"} 1
chip_impl_metric{name="top_area_frac",unit=""} 0.778
chip_impl_metric{name="yosysWarnings",unit=""} 1
chip_impl_metric{name="synth.yosys.chip_area",unit="sq um"} 1610
chip_impl_metric{name="postSynth.asyncResetShare",unit=""} 1.00
chip_impl_metric{name="remaining_drc_errors",unit=""} 0
chip_impl_metric{name="rows",unit=""} 26
chip_impl_metric{name="clock.latency.late_pin",unit="ns"} 0.29
chip_impl_metric{name="synth-cells-yosys",unit=""} 76
chip_impl_metric{name="cts_max_path_buffers",unit=""} 2
chip_impl_metric{name="first_pass_iters",unit=""} 2
chip_impl_metric{name="synth-seq-area-share",unit=""} 0.778
chip_impl_metric{name="clock_sinks",unit=""} 50
chip_impl_metric{name="ys_types",unit=""} 3
chip_impl_metric{name="antenna-diode-count",unit=""} 0
chip_impl_metric{name="finalWeightedCongestion",unit=""} 0.683
chip_impl_info{name="ff_type",value="sky130_fd_sc_hd__dfrtp_1"} 1
chip_impl_info{name="cp-start-kind",value="register"} 1
chip_impl_metric{name="grt_util_met3",unit=""} 0.0597
chip_impl_metric{name="post_synthesis_average_cell_area",unit="sq um"} 21.2
chip_impl_metric{name="rrSetupSlack",unit="ns"} 2.43
chip_impl_info{name="timing.rr.end",value="sum_dd[15]$_DFF_PN0_"} 1
chip_impl_metric{name="peak_supply_drop",unit="uV"} 83.5
chip_impl_info{name="timing.hold.worst.start",value="B_d[1]$_DFF_PN0_"} 1
chip_impl_metric{name="die_h",unit="um"} 75.2
chip_impl_metric{name="final_max_slew_viol_count",unit=""} 0
chip_impl_metric{name="clkTransAtPathRegs",unit="ns"} 0.08
chip_impl_metric{name="die_width",unit="um"} 75.2
chip_impl_metric{name="power.density",unit="nW/um^2"} 169
chip_impl_metric{name="enable_flop_cells",unit=""} 0
chip_impl_info{name="leading_cell_type_by_number_of_instances_after_synthesis",value="sky130_fd_sc_hd__dfrtp_1"} 1
chip_impl_metric{name="boundaryPins",unit=""} 52
chip_impl_info{name="cp_cell_sequence",value="inv_1 -> fa_1 -> inv_1 -> fa_1 -> fa_1 -> fa_1 -> fa_1 -> fa_1 -> fa_1 -> fa_1 -> fa_1 -> fa_1 -> fa_1 -> fa_1 -> fa_1 -> fa_1 -> fa_1 -> inv_1 -> fa_1 -> inv_1"} 1
chip_impl_metric{name="max_cap_violations",unit=""} 0
chip_impl_metric{name="worstRegToRegCells",unit=""} 20
chip_impl_metric{name="ys_ff",unit=""} 50
chip_impl_metric{name="fin_worst_skew",unit="ns"} 0.00779
chip_impl_metric{name="min_period",unit="ns"} 7.67
chip_impl_metric{name="buffer_ports.inserted",unit=""} 51
chip_impl_metric{name="critical_path_required",unit="ns"} 10.34
chip_impl_metric{name="timing_worst_slew_pin_value",unit="ns"} 0.590
chip_impl_info{name="tritoncts",value="yes"} 1
chip_impl_metric{name="global_route.usage.met2",unit=""} 0.124
chip_impl_metric{name="grt_antenna_before_repair",unit=""} 0
chip_impl_metric{name="data_arrival_time_at_the_worst_slack_endpoint",unit="ns"} 7.91
chip_impl_info{name="reg_to_reg_start",value="c_in_d$_DFF_PN0_"} 1
chip_impl_metric{name="drt_wl_total",unit="mm"} 2.21
chip_impl_metric{name="postSynthCellCount",unit=""} 76
chip_impl_info{name="end_point_of_the_critical_path",value="sum_dd[15]$_DFF_PN0_"} 1
chip_impl_metric{name="leakage",unit="nW"} 1.00
chip_impl_metric{name="final_layout_size_suffix_gt1_frac",unit=""} 0.0662
chip_impl_metric{name="use_met1",unit=""} 0.133
chip_impl_metric{name="cts_hold_repair.buffers",unit=""} 0
chip_impl_info{name="critical-path-slowest-cell",value="sky130_fd_sc_hd__fa_1"} 1
chip_impl_info{name="path_class",value="reg2reg"} 1
chip_impl_metric{name="grt_start_max_net_pins",unit=""} 51
chip_impl_metric{name="detail-route-antenna-nets",unit=""} 0
chip_impl_info{name="busiest_layer",value="met1"} 1
chip_impl_metric{name="cts-buffers-inserted",unit=""} 5
chip_impl_metric{name="initCoreUtil",unit=""} 0.313
chip_impl_metric{name="layout.cells.non_filler",unit=""} 206
chip_impl_metric{name="relSlewSlack",unit=""} 0.607
chip_impl_metric{name="grt_overflow",unit=""} 0
chip_impl_info{name="largest_area_cell",value="sky130_fd_sc_hd__dfrtp_1"} 1
chip_impl_metric{name="cts.htree.levels",unit=""} 2
chip_impl_metric{name="setup_slack_after_layout",unit="ns"} 2.43
chip_impl_metric{name="maximum_clock_rate",unit="GHz"} 0.130
chip_impl_metric{name="crit_path_max_incr_delay",unit="ns"} 0.48
chip_impl_metric{name="vias",unit=""} 753
chip_impl_metric{name="dp_cells",unit=""} 198
chip_impl_metric{name="setup-tns-final",unit="ns"} 0
chip_impl_metric{name="finalHoldViolations",unit=""} 0
chip_impl_metric{name="areaGrowthSynthToFinish",unit="%"} 42.7
chip_impl_metric{name="iter_0_drt_violations",unit=""} 22
chip_impl_metric{name="core",unit="sq um"} 5140
chip_impl_metric{name="first_pass_grt_wire_length",unit="mm"} 3.55
chip_impl_metric{name="postCtsSetupBuffers",unit=""} 0
chip_impl_info{name="cts_root_buffer",value="sky130_fd_sc_hd__clkbuf_8"} 1
chip_impl_info{name="yosys-top-cells-count",value="50 x sky130_fd_sc_hd__dfrtp_1, 16 x sky130_fd_sc_hd__fa_1, 10 x sky130_fd_sc_hd__inv_1"} 1
chip_impl_info{name="worstSetupStartpoint",value="c_in_d$_DFF_PN0_"} 1
chip_impl_metric{name="postCtsResizedCells",unit=""} 0
chip_impl_metric{name="post_drt_via_cell_ratio",unit=""} 3.66
chip_impl_info{name="end_kind",value="register"} 1
chip_impl_metric{name="vias_in_the_first_global_route",unit=""} 792
chip_impl_metric{name="number_of_openroad_warnings",unit=""} 25
chip_impl_info{name="grt_setup_unrepaired",value="false"} 1
chip_impl_metric{name="finalCoreUtilization",unit=""} 0.447
chip_impl_metric{name="final_min_period_over_clock_period",unit=""} 0.760
chip_impl_info{name="result_of_the_run",value="completed"} 1
chip_impl_metric{name="avgRoutedWirePerCell",unit="um"} 10.7
chip_impl_metric{name="fp.dieArea",unit="sq um"} 5660
chip_impl_metric{name="synthesized_cell_area",unit="sq um"} 1610
chip_impl_metric{name="min_path_cells",unit=""} 1
chip_impl_metric{name="grt_usage",unit=""} 0.0913
chip_impl_info{name="crit_top_cell",value="sky130_fd_sc_hd__fa_1"} 1
chip_impl_metric{name="hpwlAfterDp",unit="mm"} 1.64
==> state kept, by name, indices dropped and copies added, names as in the netlist <==
signal / count
B_d: 16
sum_dd: 16
c_out_dd: 1
c_in_d: 1
A_d: 16
==> where the power goes <==
part	total, W	switching [W]	internal, W	leakage, nW
Clock	0.000108	0.0000590	0.0000488	0.0452
Combinational	0.0000537	0.0000143	0.0000394	0.374
Sequential	0.000226	0.00000659	0.000220	0.583
==> through the flow <==
stage | power [W] | instance area [sq um] | hold WS [ns]
after floorplan | 0.000238 | 1610 | 0.496
after global placement | 0.000285 | 2210 | 0.499
after detailed placement | 0.000286 | 2210 | 0.505
after CTS | 0.000396 | 2300 | 0.530
after global routing | 0.000415 | 2300 | 0.550
final | 0.000388 | 2300 | 0.526
==> critical path, delay by kind of cell (launching register included) <==
family                     cells  cell delay [ns]
adders and majority gates     16             6.99
DFF                            1             0.36
buffers and inverters          4             0.26
==> cells by family (layout without fill, tap and decap cells) <==
kind of cell | after synthesis | count (layout) | synth area share
adders and majority gates | 16 | 16 | 0.199
DFF | 50 | 50 | 0.778
buffers and inverters | 10 | 70 | 0.0233
==> metal layers <==
layer	up-vias	part of all wire	wire, um
li1	338	-	-
met1	365	0.39	873
met2	46	0.43	951
met3	4	0.16	362
met4	0	0.012	26
met5	-	0	0
==> layout by cell type, fill, tap and decap left out <==
| master | count |
|---|---|
| sky130_fd_sc_hd__clkbuf_8 | 5 |
| sky130_fd_sc_hd__buf_2 | 1 |
| sky130_fd_sc_hd__buf_4 | 1 |
| sky130_fd_sc_hd__clkinv_2 | 1 |
| sky130_fd_sc_hd__fa_1 | 16 |
| sky130_fd_sc_hd__clkbuf_1 | 1 |
| sky130_fd_sc_hd__inv_1 | 10 |
| sky130_fd_sc_hd__clkdlybuf4s50_1 | 50 |
| sky130_fd_sc_hd__dfrtp_1 | 50 |
| sky130_fd_sc_hd__clkinv_4 | 1 |
==> worst min path at each step <==
stage,endpoint
4_1_cts,sum_dd[1]$_DFF_PN0_
5_1_grt,sum_dd[14]$_DFF_PN0_
6_report,sum_dd[1]$_DFF_PN0_
==> final cells by class <==
type | instances | area [sq um]
timing repair buffer | 52 | 513
clock buffer | 6 | 72.6
fill | 464 | 2840
clock inverter | 2 | 13.8
tap | 70 | 87.6
inverter | 10 | 37.5
multi-input combinational | 16 | 320
sequential | 50 | 1250
Power is estimated from default activity; no workload was simulated.
