### /design/flow/config.mk
export PLATFORM = sky130hd
export DESIGN_NAME = up_counter
export DESIGN_NICKNAME = up_counter
export VERILOG_FILES = /design/flow/design.v
export SDC_FILE = /design/flow/constraint.sdc
export NUM_CORES = 4
export LEC_CHECK = 1
export CORE_AREA = 10 10 70 70
export DIE_AREA = 0 0 80 80
### /design/flow/design.v
`timescale 1ps/1ps
module up_counter (
	input clk,
	input n_rst,
	output [3:0] counter
);
reg [3:0] counter_d;
always @ (posedge clk or negedge n_rst) 
	if (!n_rst) begin
		counter_d <= 4'h0;
	end
	else begin
		counter_d <= (counter_d == 4'hf) ? 4'h0 : counter_d + 4'h1;
	end
assign counter = counter_d;
endmodule
### /design/flow/constraint.sdc
current_design up_counter

set clk_period 1.1
set clk_io_pct 0.2

create_clock -name clk0 -period $clk_period [get_ports {clk}]

set non_clock_inputs [all_inputs -no_clocks]
set_input_delay [expr $clk_period * $clk_io_pct] -clock clk0 $non_clock_inputs
set_output_delay [expr $clk_period * $clk_io_pct] -clock clk0 [all_outputs]
### /design/flow/run.sh
#!/bin/bash
# OpenROAD 26Q1-2900-gdf79404cd8, Yosys 0.63+post, stock flow scripts
make -C /OpenROAD-flow-scripts/flow DESIGN_CONFIG=/design/flow/config.mk WORK_HOME=/design/flow/orfs finish
==> flow report <==
======================================================================================================
Reg2Reg Capture Point                                                                     counter_d[3]
Average footprint of a synthesized cell                                                       13.7 um2
Pleak                                                                                      0.000165 uW
Starting density of the core                                                                    0.0480
Die ar.                                                                                       6400 um2
Top register by number of flip-flops                                                         counter_d
Register-to-register setup slack                                                              -0.02 ns
Total number of warnings across the stage logs                                                      27
Wire length reported by the detailed router                                                     531 um
Final Hold Violating Endpoints                                                                       0
CP Class                                                                                    reg -> reg
Setup slack after placement                                                                 -0.0329 ns
Top-area cell share                                                                              0.611
Data arrival time of the worst path                                                            1.24 ns
Headroom to the max-slew limit                                                                   0.881
Vias after detailed routing                                                                        151
Largest register FFs                                                                                 4
Main area contributors                                                                    sky130_fd_sc_hd__dfrtp_1, sky130_fd_sc_hd__ha_1, sky130_fd_sc_hd__a311o_1, sky130_fd_sc_hd__and4b_1, sky130_fd_sc_hd__and2b_2
Ports                                                                                                6
Cell count in the Yosys report                                                                      12
Number of setup violations in the final report                                                       1
Distinct cell type count after synthesis                                                             9
Inserted Clock Buffers                                                                               3
Switching component of the power                                                               71.4 uW
Critical R2R Launch                                                                       counter_d[2]
Share of final-layout standard cells stronger than drive strength 1                              0.500
Failing checks                                                                            negative setup slack
Area growth from synthesis to final layout                                                        116%
Drt drc                                                                                              0
Mapped Cells                                                                                        12
Power per cell area                                                                         975 nW/um2
Hold slack                                                                                    0.173 ns
Synth area leader                                                                         sky130_fd_sc_hd__dfrtp_1
Count of pins over their slew limit                                                                  0
CTS Root Cell                                                                             sky130_fd_sc_hd__clkbuf_4
Detail-routed net length per standard cell                                                     7.27 um
Clock transition at the register clock pins on the worst setup and hold paths after CTS        0.04 ns
Final Power                                                                                     345 uW
Slowest-stage cell, CP                                                                    sky130_fd_sc_hd__dfrtp_1
Power share of the clock group                                                                   0.555
Switching part of the total                                                                      0.207
Vias in the first global route                                                                     148
Source-to-sink clock delay at the later pin of the worst-skew pair                             0.24 ns
Launching element type of the critical path                                                       flop
First-pass iteration count of the detailed router                                                    2
Setup WS post-layout                                                                        -0.0190 ns
Peak per-stage delay on the critical path                                                      0.37 ns
RePlAce Congestion                                                                               0.666
Post-synth regs                                                                                      4
Post-detailed-route via-to-cell ratio                                                             2.07
Initial antenna violation count                                                                      0
Cell-by-cell listing of the critical path                                                 buf_6 -> and2b_2 -> a311o_1
Type of destination of the critical path                                                          flop
Comb pwr share                                                                                   0.017
Global-route total usage across every layer                                                     0.0186
Critical path data required time                                                               1.22 ns
ANT nets after route                                                                                 0
Period utilisation layout                                                                         1.02
Global-route wire length before repair                                                          828 um
Reg2reg path depth                                                                                   3
Area reported by Yosys stat                                                                    164 um2
First DRT Iteration DRCs                                                                             1
Internal Power                                                                                  274 uW
CTS tree                                                                                           yes
Registers with the highest flip-flop counts                                               counter_d x4
Buffer and inverter count on the worst path                                                          1
Total global routing overflow                                                                        0
Combined area of all synthesized cells                                                         164 um2
Peak Freq                                                                                    0.894 GHz
Worst min-delay path class                                                                 in -> async
Depth of the CTS H-tree                                                                              1
CTS max path bufs                                                                                    2
Die width                                                                                        80 um
Maximum vdd ir drop                                                                           0.198 mV
Hold bufs inserted after CTS                                                                         0
Sequential element share of the synthesized area                                                 0.611
Final setup skew                                                                            0.00464 ns
Std-Cell Core Area                                                                            3420 um2
Outcome                                                                                   finished, violations left
Biggest fanout along the worst timing path                                                           3
Pin count of the biggest net entering global routing                                                 5
Unrepaired setup endpoints after global routing                                                    yes
Worst-Margin Slew                                                                             0.177 ns
Die outline height                                                                               80 um
Crit path max-delay family                                                                  flip-flops
Reported max-cap violation count                                                                     0
Sink Count                                                                                           4
Seq pwr share                                                                                    0.429
Count of input and output buffers                                                                    5
Number of synthesis warnings                                                                         1
Crit path time final                                                                           1.12 ns
Core Rows                                                                                           21
======================================================================================================
power groups by stage:
stage / clock (uW) / combinational [uW] / sequential [uW]
CTS: 197 / 5.94 / 148
global route: 214 / 6.47 / 148
finish: 191 / 5.70 / 148
timing repair:
item	CTS	global route
resized	6	8
endpoints found under the setup margin	4	4
setup buffers	3	2
pin swaps	1	0
metal layers:
metal	part of all wire	track usage	vias to the layer above
li1	-	-	73
met1	0.45	0.0200	66
met2	0.30	0.0144	9
met3	0.24	0.0330	3
met4	0.015	0.00528	0
met5	0	0	-
layout by cell type, fill, tap and decap left out:
cell type	Yosys	layout
sky130_fd_sc_hd__a311o_1	1	1
sky130_fd_sc_hd__a31oi_1	1	1
sky130_fd_sc_hd__and2b_2	1	1
sky130_fd_sc_hd__and4b_1	1	1
sky130_fd_sc_hd__buf_4	0	3
sky130_fd_sc_hd__buf_6	0	3
sky130_fd_sc_hd__clkbuf_2	0	2
sky130_fd_sc_hd__clkbuf_4	0	3
sky130_fd_sc_hd__clkdlybuf4s15_1	0	1
sky130_fd_sc_hd__clkdlybuf4s50_1	0	1
sky130_fd_sc_hd__dfrtp_1	4	4
sky130_fd_sc_hd__diode_2	0	1
sky130_fd_sc_hd__dlygate4sd2_1	0	1
sky130_fd_sc_hd__ha_4	0	1
sky130_fd_sc_hd__inv_1	1	1
sky130_fd_sc_hd__nand2_1	1	1
sky130_fd_sc_hd__xor2_1	1	1
cell usage after synthesis:
cell type                 instances
sky130_fd_sc_hd__dfrtp_1          4
sky130_fd_sc_hd__and2b_2          1
sky130_fd_sc_hd__a311o_1          1
sky130_fd_sc_hd__and4b_1          1
sky130_fd_sc_hd__nand2_1          1
sky130_fd_sc_hd__ha_1             1
sky130_fd_sc_hd__xor2_1           1
sky130_fd_sc_hd__inv_1            1
sky130_fd_sc_hd__a31oi_1          1
how the worst max path moves through the flow:
| stage | from | endpoint | slack, ns | cells after the start |
|---|---|---|---|---|
| CTS | counter_d[2] | counter_d[3] | -0.01 | 3 |
| global route | counter_d[3] | counter_d[3] | -0.04 | 3 |
| finish | counter_d[2] | counter_d[3] | -0.02 | 3 |
metrics by stage:
step | utilization | cells | TNS, ns | instance area [um2]
6_report | 0.104 | 73 | -0.0190 | 354
2_1_floorplan | - | 12 | 0 | 164
3_3_place_gp | 0.0817 | 64 | -0.0212 | 279
3_5_place_dp | 0.0817 | 64 | -0.0334 | 279
4_1_cts | 0.0949 | 70 | -0.0243 | 324
5_1_grt | 0.103 | 72 | -0.0688 | 352
kinds of logic (layout without fill, tap and decap cells):
family                     Yosys count  count (layout)  share of synthesized area
AOI/OAI and AO/OA                    2               2                     0.0993
buffers and inverters                1              15                     0.0229
DFF                                  4               4                      0.611
other                                0               1                          0
and+or+nand+nor                      3               3                      0.137
adders and majority gates            1               1                     0.0763
xor gates and xnor gates             1               1                     0.0534
final cells by class:
cell class	instances	area [um2]
Sequential cell	4	100
Multi-Input combinational cell	7	72.6
Clock buffer	3	22.5
Timing Repair Buffer	11	95.1
Antenna cell	1	2.50
Fill cell	397	3060
Tap cell	46	57.6
Inverter	1	3.75
Power and IR drop assume default switching activity.
