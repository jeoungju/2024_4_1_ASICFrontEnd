==> flow/design.v <==
`timescale 1ps/1ps
module combo (
	input [4:0] Cin1,
	input sel,
	input [4:0] Cin2,
	output [4:0] Cout
);
assign Cout = (sel == 1'b0) ? Cin1 + Cin2 : Cin1 - Cin2;
endmodule
`timescale 1ps/1ps
module my_design (
	input clk,
	input n_rst,
	input [4:0] data1,
	input [4:0] data2,
	input sel,
	input [4:0] Cin1,
	input [4:0] Cin2,
	output [4:0] out1,
	output [4:0] out2,
	output [4:0] out3,
	output [4:0] Cout
);
reg [4:0] R1, R2;
reg R3;
always @ (posedge clk or negedge n_rst) 
	if (!n_rst) begin
		R1 <= 5'h0;
	end
	else begin
		R1 <= (sel == 1'b0) ? data1 : data2;
	end
always @ (posedge clk or negedge n_rst) 
	if (!n_rst) begin
		R2 <= 5'h0;
	end
	else begin
		R2 <= (sel == 1'b0) ? data2 : data1;
	end
always @ (posedge clk or negedge n_rst) 
	if (!n_rst) begin
		R3 <= 1'b0;
	end
	else begin
		R3 <= sel;
	end
reg [4:0] R4;
always @ (posedge clk or negedge n_rst) 
	if (!n_rst) begin
		R4 <= 5'h0;
	end
	else begin
		R4 <= (R3 == 1'b0) ? R1 & R2 : R1 | R2;
	end
combo u_combo (
	.Cin1(Cin1),
	.Cin2(Cin2),
	.sel(sel),
	.Cout(Cout)
);
assign out1 = R1 - R2;
assign out2 = ~R4;
assign out3 = (R3 == 1'b1) ? 5'b1_1111 : 5'b0_0000;
endmodule
==> flow/run.sh <==
#!/bin/bash
# OpenROAD 26Q1-2900-gdf79404cd8, Yosys 0.63+post, stock flow scripts
make -C /OpenROAD-flow-scripts/flow DESIGN_CONFIG=/design/flow/config.mk WORK_HOME=/design/flow/orfs finish
==> flow/config.mk <==
export PLATFORM = sky130hd
export DESIGN_NAME = my_design
export DESIGN_NICKNAME = my_design
export VERILOG_FILES = /design/flow/design.v
export SDC_FILE = /design/flow/constraint.sdc
export NUM_CORES = 4
export LEC_CHECK = 1
export CORE_AREA = 10 10 83 83
export DIE_AREA = 0 0 93 93
==> flow/constraint.sdc <==
current_design my_design

set clk_period 3.2
set clk_io_pct 0.2

create_clock -name clk0 -period $clk_period [get_ports {clk}]

set non_clock_inputs [all_inputs -no_clocks]
set_input_delay [expr $clk_period * $clk_io_pct] -clock clk0 $non_clock_inputs
set_output_delay [expr $clk_period * $clk_io_pct] -clock clk0 [all_outputs]
==> results.txt <==
The synthesis and PnR run went through. The run finished with clean final reports. Before antenna repair, the detailed router went through 2 iterations. Total congestion overflow after global routing landed at 0. Row count landed at 26.

Leaving out fill and tap cells, the most frequent cell in the layout is sky130_fd_sc_hd__clkdlybuf4s50_1. Power after layout landed at 0.595 mW. The worst setup path is captured at an output port. Per the OpenROAD floorplan log, the width of the die is 93 um. Count of warnings emitted by yosys landed at 1. Maximum clock insertion buffer count landed at 2. Synthesized cell area landed at 0.00117 mm2. The worst setup path is launched from an input pin. Hold analysis shows the worst path with a depth of 3. Counting the buffers created by CTS gives 3. Entering global routing, the biggest net connects 17 pins. Antenna repair during routing inserted a diode count of 0. Setup repair after global routing could not meet its margin everywhere. The die is 93 um tall. Maximum achievable frequency landed at 322 MHz. The power report puts the leakage power at 0.844 nW.

Post-layout minimum cycle time landed at 3.10 ns. Gate count after technology mapping landed at 111. Starting density of the core landed at 0.229. Worst clock skew landed at 0.00101 ns.

The worst register-to-register path depth is 1. The report lists the cells along the critical path as clkdlybuf4s50_1 -> inv_1 -> ha_2 -> mux2i_2 -> fa_2 -> a21o_1 -> a21oi_2 -> xnor2_1 -> clkbuf_2. The layout summary lists the proportion of cells stronger than drive strength 1 as 0.151. Leaving out fill and tap cells, the most frequent cells in the layout are sky130_fd_sc_hd__clkdlybuf4s50_1, sky130_fd_sc_hd__inv_1, sky130_fd_sc_hd__ha_1. Headroom to the max-slew limit came out at 0.554. The global routing report lists combined usage of all routing layers as 0.0555. At the end of the flow the core is filled with cells to 0.340. Number of maximum-capacitance violations landed at 0. First-iteration detailed-routing DRC count landed at 12. The main area contributors are sky130_fd_sc_hd__dfrtp_1, sky130_fd_sc_hd__ha_1, sky130_fd_sc_hd__mux2_1.

Total number of vias landed at 851. Buffers inserted to repair hold after CTS numbered 0. Per the run report, area growth between synthesis and finish was 48.9%. Clock-pin transition on the worst setup and hold timing paths landed at 0.06 ns. Critical path's largest stage delay landed at 0.47 ns. Maximum fanout along the worst path landed at 2. Routability-driven placement finished with a final weighted congestion of 0.749. Clock tree synthesis selected as its root buffer the cell sky130_fd_sc_hd__clkbuf_8.

Final-report setup violation count landed at 0. Largest vdd supply drop landed at 0.114 mV. Per the detail_route report, vias per standard cell equal 3.72. Hold violation count in the final report landed at 0. Instance area at placement landed at 0.00170 mm2.

Total die size landed at 0.00865 mm2. The initial antenna violation count was 0. Worst slack at placement landed at -0.342 ns. Aggregate routed wire length landed at 2350 um. Critical path buffer and inverter count landed at 3. Setup slack on the critical path of the routed design comes to 0.0990 ns.

Of the synthesized area, sequential elements account for 0.341. Summed over all instances, the cell type with the most area after synthesis is sky130_fd_sc_hd__dfrtp_1. In this run the power density over the cells is 340 mW/mm2. Clock tree synthesis found a total of 16 sinks. Pins over their slew limit in the final report were tallied at 0. The critical path in this run is classified as input pin to output port. CTS built an H-tree with a depth of 1. The number of warnings reported in the stage logs is 35.

Top-level I/O count landed at 43. Final antenna-violating net count landed at 0. Post-synthesis area per instance landed at 10.6 um2. The slowest stage of the critical path belongs to the cell sky130_fd_sc_hd__clkdlybuf4s50_1. Path length in cells of the critical path landed at 9.

Standard cell core area landed at 0.00514 mm2. The gate-level netlist out of Yosys references 20 unique cell types. The finished cells cover 0.00175 mm2. Number of non-filler instances in the completed layout landed at 229. The detailed placer reported the number of placed instances as 226.

Per STA, the worst path accumulates the most delay in the family adder cells. Register bit count reported by yosys landed at 16. Number of port buffers landed at 42. For the worst setup path, the data arrival time is 2.46 ns. The worst hold path belongs to the class flop to flop.

Slew of the pin with the lowest slew margin landed at 0.667 ns. Of the available clock period, the critical path in the final layout requires 0.969. Number of cell instances after yosys synthesis landed at 111. Yosys stat chip area landed at 0.00117 mm2. TritonRoute output was used to compute an average wire per cell of 10.3 um.

The script parses the final routing iteration and logs DRC violations as 0. At the worst endpoint, the required time is 2.56 ns. First-pass GRT wire length landed at 4000 um. Portion of synthesized cell area occupied by the leading cell type landed at 0.341. The via count of the first global-routing pass was 900.

Half-perimeter wire length of the detailed placement result landed at 2060 um. TritonCTS built the clock tree. The later pin in the worst-skew pair is clocked with a latency of 0.24 ns.
[tightest hold or removal path: stages (launching register included)]
cell and delay, ns:
sky130_fd_sc_hd__dfrtp_1 0.38, sky130_fd_sc_hd__inv_1 0.05, sky130_fd_sc_hd__ha_1 0.13, sky130_fd_sc_hd__mux2i_1 0.06
[cell families (layout without fill, tap and decap cells)]
kind of cell,count (synthesis),count (layout),share of synthesized area
simple gates,9,9,0.0320
buf+inv,32,80,0.126
xor+xnor,10,10,0.0809
compound gates,8,8,0.0458
fa+ha+maj,21,21,0.236
mux,15,15,0.138
flops,16,16,0.341
[report_power, final]
group / switching [mW] / total (mW) / internal, mW
clock: 0.0586 / 0.142 / 0.0831
sequential: 0.0108 / 0.230 / 0.219
combinational: 0.0752 / 0.223 / 0.148
[flip-flops by register name (all words and copies together) (netlist names)]
signal	cells
R1	5
R2	5
R3	1
R4	5
[layer usage]
layer / global-route usage / wire (um) / vias to the layer above
met5: 0 / 0 / -
met4: 0.0103 / 34 / 0
met3: 0.0242 / 229 / 2
met2: 0.104 / 1250 / 24
met1: 0.0557 / 842 / 391
li1: - / - / 434
[synthesized netlist by cell type]
cell type and number:
sky130_fd_sc_hd__ha_1 19, sky130_fd_sc_hd__buf_4 5, sky130_fd_sc_hd__a21o_1 2, sky130_fd_sc_hd__mux2_1 10, sky130_fd_sc_hd__dfrtp_1 16, sky130_fd_sc_hd__o21bai_1 2
sky130_fd_sc_hd__xor2_2 1, sky130_fd_sc_hd__a21oi_1 3, sky130_fd_sc_hd__nor3_1 1, sky130_fd_sc_hd__inv_2 1, sky130_fd_sc_hd__buf_2 1, sky130_fd_sc_hd__xor2_1 2
sky130_fd_sc_hd__buf_6 1, sky130_fd_sc_hd__a21oi_2 1, sky130_fd_sc_hd__mux2i_1 5, sky130_fd_sc_hd__fa_1 2, sky130_fd_sc_hd__inv_1 24, sky130_fd_sc_hd__xnor2_1 7
sky130_fd_sc_hd__nor2_1 7, sky130_fd_sc_hd__nor2_2 1
[through the flow]
stage	hold slack, ns	TNS [ns]
floorplan	0.344	0
global placement	0.644	-0.885
CTS	0.674	0
detailed placement	0.662	-0.869
global route	0.712	0
finish	0.663	0
[cell type report]
class | instances | area, um2
timing repair buffer | 52 | 483
tap | 70 | 87.6
sequential | 16 | 400
inverter | 25 | 93.8
clock buffer | 3 | 41.3
fill | 550 | 3390
multi-input combinational | 63 | 643
[final timing paths]
kind                       slack, ns       to     from
hold / removal                  0.66    R4[4]    R2[4]
setup reg to reg                2.30    R4[2]       R3
min in group asynchronous       0.81    R4[1]    n_rst
hold reg to reg                 0.66    R4[4]    R2[4]
max in group asynchronous       1.97       R3    n_rst
setup / recovery                 0.1  Cout[4]  Cin2[1]
[timing repair]
action                                  in CTS  in global routing
endpoints found under the setup margin       4                  2
cloned                                       0                  0
pin swaps                                    7                  4
setup buffers                                1                  0
resized                                     10                  3
Power and IR drop assume default switching activity.
